`./config.mk`:
```
export PLATFORM = sky130hd
export DESIGN_NAME = ProjetoSD
export DESIGN_NICKNAME = ProjetoSD
export VERILOG_FILES = /design/flow/design.v
export SDC_FILE = /design/flow/constraint.sdc
export NUM_CORES = 4
export LEC_CHECK = 1
export CORE_UTILIZATION = 30
```
`./constraint.sdc`:
```
current_design ProjetoSD

set clk_period 1.1
set clk_io_pct 0.2

create_clock -name clk0 -period $clk_period [get_ports {clk}]

set non_clock_inputs [all_inputs -no_clocks]
set_input_delay [expr $clk_period * $clk_io_pct] -clock clk0 $non_clock_inputs
set_output_delay [expr $clk_period * $clk_io_pct] -clock clk0 [all_outputs]
```
`./design.v`:
```
module ProjetoSD (input clk,
						input tecla_0,tecla_1,tecla_2,tecla_3,tecla_4,tecla_5,tecla_6,tecla_7,tecla_8,tecla_9,tecla_A,tecla_B,tecla_C,tecla_D,tecla_Ast,tecla_Hash,
						output reg[13:0] resultado,
						output reg sinal);
reg[6:0] numero1 = 0, numero2 = 0;
reg[3:0] state;
parameter numero1Input = 0, numero2Input = 1, somaOutput = 2, subOutput = 3, multOutput = 4;
always @(negedge clk)begin
	if(!tecla_Ast)begin
		state <= numero1Input;
	end
	else if(!tecla_Hash)begin
		state <= numero2Input;
	end
	else if(!tecla_A)begin
		state <= somaOutput;
	end
	else if(!tecla_B)begin
		state <= subOutput;
	end
	else if(!tecla_C)begin
		state <= multOutput;
	end
	else if(!tecla_D)begin
	end
end
always @(*)begin
	    case(state)
		numero1Input: begin
			if(numero1 < 99 || numero2 == 99)begin
				if(!tecla_0)
					numero1 <= (numero1 % 10) * 10 + 0;
				else if(!tecla_1)
					numero1 <= (numero1 % 10) * 10 + 1;
				else if(!tecla_2)
					numero1 <= (numero1 % 10) * 10 + 2;
				else if(!tecla_3)
					numero1 <= (numero1 % 10) * 10 + 3;
				else if(!tecla_4)
					numero1 <= (numero1 % 10) * 10 + 4;
				else if(!tecla_5)
					numero1 <= (numero1 % 10) * 10 + 5;
				else if(!tecla_6)
					numero1 <= (numero1 % 10) * 10 + 6;
				else if(!tecla_7)
					numero1 <= (numero1 % 10) * 10 + 7;
				else if(!tecla_8)
					numero1 <= (numero1 % 10) * 10 + 8;
				else if(!tecla_9)
					numero1 <= (numero1 % 10) * 10 + 9;
			end
        end
		numero2Input: begin
			if(numero2 < 99 || numero2 == 99)begin
				if(!tecla_0)
					numero2 <= (numero2 % 10) * 10 + 0;
				else if(!tecla_1)
					numero2 <= (numero2 % 10) * 10 + 1;
				else if(!tecla_2)
					numero2 <= (numero2 % 10) * 10 + 2;
				else if(!tecla_3)
					numero2 <= (numero2 % 10) * 10 + 3;
				else if(!tecla_4)
					numero2 <= (numero2 % 10) * 10 + 4;
				else if(!tecla_5)
					numero2 <= (numero2 % 10)* 10 + 5;
				else if(!tecla_6)
					numero2 <= (numero2 % 10)* 10 + 6;
				else if(!tecla_7)
					numero2 <= (numero2 % 10)* 10 + 7;
				else if(!tecla_8)
					numero2 <= (numero2 % 10)* 10 + 8;
				else if(!tecla_9)
					numero2 <= (numero2 % 10)* 10 + 9;
			end
        end
		somaOutput: begin
			resultado <= numero1 + numero2;
			sinal <= 0;
        end
		subOutput: begin
			if(numero1 > numero2 || numero1 == numero2)begin
				resultado <= numero1 - numero2;
				sinal <= 0;
			end
			else begin
				resultado <= numero2 - numero1;
				sinal <= 1;
			end
        end
		multOutput: begin
			resultado <= numero1 * numero2;
			sinal <= 0;
        end
		endcase
end
endmodule
```
`./run.sh`:
```
#!/bin/bash
# OpenROAD 26Q1-2900-gdf79404cd8, Yosys 0.63+post, stock flow scripts
make -C /OpenROAD-flow-scripts/flow DESIGN_CONFIG=/design/flow/config.mk WORK_HOME=/design/flow/orfs finish
```
==> flow_summary.ini <==
; yosys + openroad results
[floorplan]
io_pins = 32
die_h_um = 137
dieWidth_um = 137
fp-utilization = 0.306
core_area_mm2 = 0.0180
dieArea_mm2 = 0.0189
rows = 49

[global_routing]
antenna_found_initial = 0
grtUsageMet3 = 0.0135
grt_pass1_wl_mm = 23.0
use_met1 = 0.223
overflow = 0
grt-busiest-layer = met2
grt_pass1_vias = 4597
grt_max_degree = 32
grt_use_met2 = 0.258
grt_usage = 0.154

[synth]
synthFlopType = dlxtn_1
avgSynthCellArea_um2 = 7.51
yosys_warnings = 4123
syn-cell-area_mm2 = 0.00551
ys_chip_area_mm2 = 0.00551
async_reset_ff_frac = 0
synth_cell_types = 84
edf_count = 0
ys.flops = 34
ys_cells = 733
synthCells = 733

[sta]
maxSlewViolCount = 0
unclocked_regs = 29
untimed_endpoints = 44
finClkSkew_ns = 0
rsz0062_at_grt = no
hold_violations = 0
setup_violations = 0
worstMarginPinSlew_ns = 0.880
max-slew-margin-rel = 0.413

[placed_design]
dp.final_hpwl_mm = 11.0
port_buffers = 30
finalWeightedCongestion = 0.901
postPlaceCellArea_mm2 = 0.00598

[clock_tree]
cts_buffer_depth = 2
post_cts_buffers = 0
htreeDepth = 1
cts_hold_buf = 0
numCtsBuffers = 3
clk_latency_ns = 0.31
ctsRootBufferMaster = clkbuf_16
cts_tree = yes
clkSlewWorstSetupHoldPaths_ns = 0.04

[critical_path]
cpPeakStageDelay_ns = 0.28
slowest_stage = dlygate4sd2_1
critPathRequiredTime_ns = 0.78
worstPathMaxFanout = 5
end_kind = flip-flop
crit_chain = dlygate4sd2_1 > nand4_1 > a21oi_1
rrSetupSlack_ns = 0.41
critPathTopFamily = buffers and inverters
worstPathArrival_ns = 0.72
critPathBufInv = 1
worstSetupPathType = in -> reg
worstSetupStartpointType = input pin

[detailed_routing]
antenna_cells = 0
vias_per_cell = 5.21
routedWlPerCell_um = 14.3
postRouteAntennaNets = 0
drtPass1Iterations = 4
vias = 5068
wl_mm = 13.9
drtIter0Drc = 331
drc = 0

[finish]
fin_area_mm2 = 0.00606
n_fill_cell = 1872
drive_above_1_share = 0.0525
post-route-util = 0.337
syn_to_final_growth_pct = 10.1

[hold_path]
hold_class = reg -> reg

[job]
maxCapViolCount = 0
warning_count = 49

[status]
status = finished clean
==> final cells by class <==
| class | instances | area, um2 | share of cell area |
|---|---|---|---|
| Sequential cell | 34 | 536 | 0.0884 |
| Tap cell | 229 | 287 | 0.0473 |
| Inverter | 83 | 312 | 0.0514 |
| Timing Repair Buffer | 39 | 350 | 0.0578 |
| Clock buffer | 3 | 75.1 | 0.0124 |
| Clock inverter | 6 | 22.5 | 0.00372 |
| Multi-Input combinational cell | 578 | 4480 | 0.739 |
==> worst min-delay path, delay by kind of cell, from the launching register on <==
family           cells  cell delay [ns]
AND-OR/OR-AND        1             0.05
flip-flops           1             0.30
AND/OR/NAND/NOR      1             0.05
==> through the flow <==
stage / cells / hold slack, ns / worst slack [ns] / setup TNS, ns
5_1_grt: 972 / 0.476 / 0.0160 / 0
6_report: 972 / 0.458 / 0.0594 / 0
3_3_place_gp: 964 / 0.450 / -0.578 / -2.69
4_1_cts: 972 / 0.457 / 0.0103 / 0
2_1_floorplan: 733 / 0.433 / 0.0511 / 0
3_5_place_dp: 964 / 0.454 / -0.563 / -2.66
==> what timing repair did <==
action / CTS / global route
gates resized: 6 / 5
setup endpoints to repair: 5 / 1
pin swaps: 0 / 0
==> flip-flops by register name, summed over array words and instances, names as in the netlist <==
register	flops
numero1	7
sinal	1
state	5
resultado	14
numero2	7
==> routing by layer <==
layer / vias up / part of all wire
met3: 14 / 0.026
met2: 75 / 0.47
met1: 2372 / 0.49
li1: 2607 / -
met4: 0 / 0.014
met5: - / 0
==> worst paths after layout <==
kind	cells past startpoint	start	endpoint
hold / removal	2	state[4]	state[4]
hold reg to reg	2	state[4]	state[4]
setup / recovery	3	tecla_Hash	state[1]
setup reg to reg	2	state[1]	state[1]
==> Yosys cell counts (all sizes together), types with 5 or more instances <==
master	n	area [um2]
xnor2	27	255
a211oi	11	87.6
o221ai	7	61.3
clkbuf	25	93.8
dfxtp	5	100
nand2	84	318
and2	8	50.1
ha	73	913
nand2b	7	43.8
o22ai	9	56.3
nand4	6	37.5
nor3	13	76.3
a2111oi	6	52.6
a21o	12	90.1
mux2i	10	100
nor2b	5	31.3
a221oi	7	85.1
o21bai	5	37.5
nor2	58	218
o21ai	44	220
a21oi	50	250
xor2	8	70.1
nand3	14	70.1
fa	29	581
a31oi	6	52.6
buf	12	87.6
inv	80	300
dlxtn	29	435
==> cells in the final DEF, fill, tap and decap left out, types with 4 or more instances in the layout <==
master and n:
inv_1 83, nand2_1 83, ha_1 73, nor2_1 58, a21oi_1 50, o21ai_0 43
fa_1 29, dlxtn_1 29, xnor2_1 26, clkdlybuf4s50_1 25, nand3_1 14, a21o_1 12
nor3_1 12, a211oi_1 10, mux2i_1 10, o22ai_1 9, buf_4 9, xor2_1 8
nand2b_1 7, and2_1 7, o221ai_1 7, a2111oi_0 6, nand4_1 6, nor2b_1 5
a31oi_1 5, o21bai_1 5, a221oi_1 5, dfxtp_1 5, clkinv_1 4, o211ai_1 4
a221o_1 4
==> cell families (layout without fill, tap and decap cells) <==
| group | count (synthesis) | count (layout) | synth area share |
|---|---|---|---|
| simple gates | 217 | 217 | 0.184 |
| compound gates | 208 | 208 | 0.266 |
| buf+inv | 121 | 131 | 0.0902 |
| fa+ha+maj | 106 | 106 | 0.279 |
| xor+xnor | 35 | 35 | 0.0591 |
| latches | 29 | 29 | 0.0791 |
| mux | 12 | 12 | 0.0243 |
| flops | 5 | 5 | 0.0182 |
